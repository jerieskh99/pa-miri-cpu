==> ./design.v <==
module regFile(
    input [4:0] rs1,
    input [4:0] rs2,
    input [4:0] rd,
    input [31:0] write_data,
    input RegWrite,
    input clk,
    output [31:0] regout1,
    output [31:0] regout2
);
    reg [31:0] regs[0:31];
    assign regout1 = (rs1 == 0) ? 0 : regs[rs1];
    assign regout2 = (rs2 == 0) ? 0 : regs[rs2];
    always @(posedge clk) begin
        regs[rd] <= ((RegWrite == 1) && (rd != 0)) ? write_data : regs[rd];
    end
endmodule
==> ./run.sh <==
#!/bin/bash
# OpenROAD 26Q1-2900-gdf79404cd8, Yosys 0.63+post, stock flow scripts
make -C /OpenROAD-flow-scripts/flow DESIGN_CONFIG=/design/flow/config.mk WORK_HOME=/design/flow/orfs finish
==> ./config.mk <==
export PLATFORM = sky130hd
export DESIGN_NAME = regFile
export DESIGN_NICKNAME = regFile
export VERILOG_FILES = /design/flow/design.v
export SDC_FILE = /design/flow/constraint.sdc
export NUM_CORES = 4
export LEC_CHECK = 1
export CORE_UTILIZATION = 50
==> ./constraint.sdc <==
current_design regFile

set clk_period 9.8
set clk_io_pct 0.2

create_clock -name clk0 -period $clk_period [get_ports {clk}]

set non_clock_inputs [all_inputs -no_clocks]
set_input_delay [expr $clk_period * $clk_io_pct] -clock clk0 $non_clock_inputs
set_output_delay [expr $clk_period * $clk_io_pct] -clock clk0 [all_outputs]
==> results_dict.tcl <==
# metrics dict for downstream scripts
set metrics [dict create \
    worst-path-buf-inv 4 \
    power_leakage_nw 17.7 \
    clock_path_buffers 3 \
    drt-wirelength-per-cell_um 37.4 \
    h-tree-depth 3 \
    place_congestion 0.883 \
    fp_util_pct 50.4 \
    yosys_warnings 1 \
    p_clk_share_pct 41.6 \
    largest_register_ffs 1024 \
    setup_viol 0 \
    worstMarginPinSlew_ns 1.02 \
    io_buffers 112 \
    power_frac_comb_pct 8.9 \
    clk_pin_slew_ns 0.06 \
    place_ws_ns 2.34 \
    fmax_mhz 134 \
    postLayoutCoreUtil_pct 57.3 \
    critical_path_class "in -> out" \
    vias 28300 \
    ant_nets 0 \
    ys_area_sq_um 47900 \
    warning_count 26 \
    critPathArrivalTime_ns 5.50 \
    fin_hold_ws_ns 2.08 \
    grt_start_max_net_pins 96 \
    dp_hpwl_um 85300 \
    vias_per_cell 6.93 \
    wl_um 153000 \
    ys_seq_share_pct 64.2 \
    final_cells 4079 \
    switchingPower_mw 2.24 \
    required_ns 7.84 \
    synth_cells 2564 \
    numCtsBuffers 109 \
    switching_share_pct 22.6 \
    synthToLayoutAreaGrowth_pct 13.6 \
    yosys_cells 2564 \
    core_sq_um 95000 \
    whs_path_depth 2 \
    power-per-cell-area_nw_per_um2 182 \
    cts_setup_buffers 0 \
    synth_area_sq_um 47900 \
    chip_area_sq_um 97100 \
    maxCapViolCount 0 \
    grt_pass1_vias 31500 \
    die_height_um 312 \
    fin_crit_sh_pct 76.1 \
    finalWorstSetupSlack_ns 2.34 \
    grt_util_all_layers_pct 35.7 \
    outcome "finished clean" \
    slowest_delay_ns 0.64 \
    worst_path_max_delay_cell "buf_4" \
    top_register "regs" \
    path_depth 8 \
    cts_root_buf "clkbuf_16" \
    grt_pass1_wl_um 219000 \
    hold_class "in -> reg" \
    overflow 0 \
    holdBufCountCts 0 \
    fillers 6912 \
    start_kind "primary input" \
    period_needed_ns 7.46 \
    end_kind "primary output" \
    cp_common_cell "buf_4" \
    drc 0 \
    ios 113 \
    first_pass_iters 5 \
    irDropWorstVdd_mv 0.150 \
    intPower_mw 7.68 \
    rows 113 \
    hold_viol 0 \
    tritoncts "built" \
    synth_cell_type_count 39 \
    postSynthAreaPerCell_sq_um 18.7 \
    rsz0062_at_grt "false" \
    tns_ns 0 \
    clock_sinks 1024 \
    cp_top_family "buffers and inverters" \
    ys.flops 1024 \
    drive_above_1_share_pct 26.5 \
    pwr-share-seq_pct 49.5 \
    slew_headroom_pct 31.6 \
    die_w_um 312 \
    crit_chain "buf_8 -> buf_4 -> buf_4 -> mux4_1 -> mux2_2 -> a221oi_1 -> a211oi_1 -> clkdlybuf4s50_1" \
    path_max_fanout 57 \
    antenna_found_initial 3 \
    ctsResizeCount 0 \
    largestRegisters "regs (1024)" \
    drt_iter0_markers 1965 \
    dp_cells 3879 \
    drv_slew 0 \
]
-- synth_stat cells, drive strengths merged --
library cell	count	area share (%)
o2111ai	10	0.18
inv	2	0.016
edfxtp	1024	64
and3	1	0.013
nand3	2	0.021
a22oi	64	1.0
mux2i	320	6.7
conb	1	0.0078
nor2	37	0.30
a311oi	32	0.59
a221oi	54	1.2
a21oi	32	0.33
or4	1	0.024
nand2b	1	0.013
or3	2	0.026
mux4	352	17
or2	1	0.013
o21ai	54	0.56
or3b	5	0.091
buf	115	1.6
nand2	85	0.67
a211oi	64	1.1
clkbuf	100	0.79
o221ai	64	1.2
and2	2	0.026
nor2b	37	0.48
nand4	32	0.42
nand3b	6	0.094
mux2	64	1.5
-- power by group through the flow --
stage	registers [mW]	clock network [mW]	logic (mW)
4_1_cts	4.91	4.18	0.877
5_1_grt	4.92	4.34	0.931
6_report	4.91	4.13	0.881
-- per-layer routing --
metal,wire (um),up-vias,track usage [%]
li1,-,11300,-
met1,46600,14100,44.0
met2,69000,2415,48.8
met3,30200,400,29.8
met4,6520,11,11.3
met5,245,-,3.06
-- cells in the final DEF (no fill, tap or decap), types with 10 or more instances in the layout --
master	count
mux4_1	36
clkinv_2	19
a211oi_2	11
mux2_2	64
clkbuf_1	22
a221oi_1	38
nor2b_1	32
mux2i_1	320
bufinv_16	13
a311oi_1	32
a21oi_1	32
o221ai_1	64
buf_4	116
o21ai_0	50
a221oi_2	16
nand4_1	32
nand2_1	85
edfxtp_1	1024
clkdlybuf4s50_1	102
clkinv_1	24
a22oi_1	64
a211oi_1	53
clkbuf_16	112
conb_1	32
mux4_2	316
nor2_4	33
o2111ai_1	10
-- logic make-up after synthesis --
group	share of synthesized area (%)
other cells	0.00783
flops	64.2
mux	25.0
buf+inv	2.44
simple gates	2.18
compound gates	6.15
-- final timing paths --
kind	start	slack, ns	end
hold / removal	write_data[6]	2.08	regs[10][6]
setup / recovery	rs2[0]	2.34	regout2[6]
-- stage by stage --
step                      area (sq um)  total power, mW
after global routing             54400             10.2
final                            54400             9.92
after floorplan                  48000             5.49
after global placement           50900             5.87
after detailed placement         50900             5.88
after CTS                        54400             9.96
-- cell type report --
type                       instances  area, sq um  share of cell area [%]
sequential                      1024        30700                    56.5
clock inverter                    65          671                    1.23
tap                             1265         1580                    2.91
antenna                            1         2.50                 0.00460
timing repair buffer             234         2130                    3.91
multi-input combinational       1354        16400                    30.1
clock buffer                     134         2890                    5.30
inverter                           2         8.76                  0.0161
No activity file was given, so power comes from the tool's default toggle rates.
