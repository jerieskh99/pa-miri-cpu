$ cat flow/design.v
module ALU(
    input [31:0] input1,
    input [31:0] input2,
    input [3:0] ALUControl,
    output reg [31:0] ALUResult,
    output reg zero
);
    always @(*) begin
        case (ALUControl)
            4'b0000: ALUResult = input1 & input2;  
            4'b0001: ALUResult = input1 | input2;  
            4'b0010: ALUResult = input1 + input2;  
            4'b0011: ALUResult = input1 - input2;  
            4'b0100: ALUResult = input1 ^ input2;  
            4'b0101: ALUResult = input1 < input2 ? {{31{1'b0}}, 1'b1} : 32'b0;  
            4'b0110: ALUResult = input1 << input2[4:0];  
            4'b0111: ALUResult = input1 >> input2[4:0];  
            4'b1000: ALUResult = $signed(input1) >>> input2[4:0];  
            default: ALUResult = 0;
        endcase
        zero = (ALUResult == 0);
    end
endmodule
$ cat flow/config.mk
export PLATFORM = sky130hd
export DESIGN_NAME = ALU
export DESIGN_NICKNAME = ALU
export VERILOG_FILES = /design/flow/design.v
export SDC_FILE = /design/flow/constraint.sdc
export NUM_CORES = 4
export LEC_CHECK = 1
export CORE_UTILIZATION = 50
$ cat flow/run.sh
#!/bin/bash
# OpenROAD 26Q1-2900-gdf79404cd8, Yosys 0.63+post, stock flow scripts
make -C /OpenROAD-flow-scripts/flow DESIGN_CONFIG=/design/flow/config.mk WORK_HOME=/design/flow/orfs finish
$ cat flow/constraint.sdc
current_design ALU

set clk_period 21.8
set clk_io_pct 0.2

create_clock -name clk0 -period $clk_period

set non_clock_inputs [all_inputs -no_clocks]
set_input_delay [expr $clk_period * $clk_io_pct] -clock clk0 $non_clock_inputs
set_output_delay [expr $clk_period * $clk_io_pct] -clock clk0 [all_outputs]
==> impl_metrics.ini <==
; synthesis and place-and-route metrics
[worst_setup_path]
critical_path_arrival_ns = 9.42
cp_top_family = AND-OR/OR-AND gates
path_buffers = 4
critPathSlowestCell = ha_1
max_stage_delay_ns = 0.49
path_common_cell = a21oi_1
worstSetupPathType = in -> out
cp.required_ns = 17.44
start_kind = primary input
crit_fanout = 30
path_cells = clkdlybuf4s50_1, buf_4, inv_1, ha_1, a21o_1, a21oi_1, a21oi_1, o2111ai_1, a21oi_1, o211a_1, nor4b_1, o221ai_1, nor4_2, nand4_1, nor2_1, clkdlybuf4s50_1
end_kind = output pin

[synth]
ys_types = 92
yosysChipArea_um2 = 9790
yosys.stat.seqShare_pct = 0
ys_warn_count = 1
avgSynthCellArea_um2 = 6.90
syn-instance-count = 1419
ys_cells = 1419
synthesis.area_um2 = 9790

[final_timing]
fmax_ghz = 0.0726
setup_slack_ns = 8.02
fin_crit_ns = 13.78
rsz0062_at_grt = false
setup_viol = 0
hold_viol = 0
worst_slew_pin_slew_ns = 0.858
holdWs_ns = 9.83
slew_headroom_pct = 42.8
fin_crit_sh_pct = 63.2
maxSlewViolCount = 0
setup-tns-final_ns = 0

[die]
boundaryPins = 101
fp-row-count = 50
core-area_um2 = 19000
die_x_um = 142
die_area_um2 = 20100
die_h_um = 142
fp_util_pct = 51.7

[flow_run]
warning_count = 103
drv_cap = 0

[clocking]
postCtsSetupRepairBufs = 0
cts_hold_buf = 0
ctsResizeCount = 0

[routing]
antenna_left = 0
highest_layer = met4
vias = 12200
vias_per_cell = 7.19
first_pass_iters = 8
m1WireLength_um = 18000
drtIter0Drc = 1727
routedWlPerCell_um = 27.5
route.detailed.drc = 0
wl_met2_um = 19500
dr_wl_met3_um = 6960
drt_wl_total_um = 46800

[finish]
flop_area_um2 = 0
clkbuf_count = 0
seq_cell_count = 0
nFillCells = 1822
drive_above_1_share_pct = 8.67
utilization_pct = 57.2
syn_to_final_growth_pct = 10.8

[run_status]
status = finished, final reports clean

[placed_design]
place.gp.congestion = 1.07
portBuffers = 101
post-dp-hpwl_um = 36800
pre_cts_slack_ns = 8.15

[power]
p_leak_nw = 4.54
peakVddDrop_v = 0.0000194
power_density_nw_per_um2 = 26.9

[min_path]
hp-class = in -> out

[grt]
antenna_found_initial = 0
grt-ovfl-total = 0
grt_pass1_wl_um = 70800
grt_start_max_net_pins = 60
track_usage_pct = 47.6
grt_pass1_vias = 11200
-- logic make-up after synthesis --
group | synth area share [%]
multiplexers | 19.0
buffers and inverters | 9.35
adder cells (fa/ha/maj) | 13.4
XOR/XNOR | 0.805
AND/OR/NAND/NOR | 22.1
AND-OR/OR-AND | 35.3
-- power by group --
part	switching, mW	internal, mW
Clock	0	0.00000000478
Combinational	0.179	0.112
Sequential	0	0
Total	0.179	0.112
-- cell type report --
| class | instances | area, um^2 | area share [%] |
|---|---|---|---|
| Antenna cell | 1 | 2.50 | 0.0231 |
| Inverter | 105 | 394 | 3.63 |
| Multi-Input combinational cell | 1203 | 8890 | 82.0 |
| Tap cell | 260 | 325 | 3.00 |
| Timing Repair Buffer | 133 | 1230 | 11.4 |
-- placed cells by master (no fill, tap or decap), types with 16 or more instances in the layout --
cell type | synthesis | layout
a211oi_1 | 24 | 24
a21o_1 | 17 | 17
a21oi_1 | 114 | 114
a221oi_1 | 18 | 18
a22oi_1 | 26 | 26
a31oi_1 | 21 | 21
buf_4 | 1 | 33
clkdlybuf4s50_1 | 0 | 97
ha_1 | 102 | 102
inv_1 | 102 | 102
mux2_2 | 29 | 29
mux2i_1 | 74 | 74
mux4_2 | 28 | 28
nand2_1 | 120 | 120
nand3_1 | 27 | 27
nor2_1 | 136 | 136
nor2b_1 | 19 | 19
nor3_1 | 35 | 35
nor4_1 | 18 | 17
o211ai_1 | 30 | 30
o21ai_0 | 85 | 85
o22ai_1 | 25 | 25
o31ai_1 | 16 | 16
-- through the flow --
step,cells,power [mW],area [um^2]
final,1702,0.291,10900
after global routing,1701,0.309,10800
after CTS,1701,0.280,10800
after detailed placement,1701,0.279,10800
after global placement,1701,0.280,10800
after floorplan,1419,0.175,9790
-- cell usage after synthesis, drive strengths merged, types with 6 or more instances --
master,n,area share (%)
mux2,35,4.2
o311ai,6,0.54
nor3,35,1.8
a221oi,18,1.6
o31ai,16,1.2
xnor2,8,0.72
or3,7,0.45
a211o,6,0.54
nand4,8,0.51
o211ai,30,2.3
or2,8,0.51
nand3,27,1.4
or4,8,0.61
a2111oi,7,0.63
o21a,10,0.77
a311oi,8,0.72
clkbuf,66,2.5
inv,104,4.0
ha,102,13
a22oi,26,2.0
nor2b,19,1.2
nand2,120,4.6
nor2,138,5.3
a21o,17,1.3
and3,10,0.64
o22ai,25,1.6
a21oi,114,5.8
buf,45,2.8
nor4b,6,0.60
o221ai,12,1.1
o2111ai,9,0.81
mux4,31,7.2
nor4,19,1.3
mux2i,74,7.6
a211oi,26,2.1
o21ai,86,4.4
nand2b,12,0.77
a21boi,7,0.54
a31oi,21,1.3
-- routing by layer --
metal / global-route usage [%] / vias to the layer above
li1: - / 5465
met1: 65.1 / 5658
met2: 68.4 / 938
met3: 17.2 / 175
met4: 18.7 / 0
met5: 0 / -
-- final timing paths --
check / from / end / cells after the start
min: input2[1] / ALUResult[4] / 5
max: input2[4] / zero / 16
No activity file was given, so power comes from the tool's default toggle rates.
